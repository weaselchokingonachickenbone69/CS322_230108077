==> design/flow/design.v <==
module tick_prescaler #(
    parameter integer DIV = 20  
)(
    input  wire clk,
    input  wire rst,  
    output reg  tick
);
    reg [31:0] cnt;
    always @(posedge clk) begin
        if (rst) begin
            cnt  <= 32'd0;
            tick <= 1'b0;
        end else begin
            if (DIV <= 1) begin
                tick <= 1'b1;
                cnt  <= 32'd0;
            end else begin
                if (cnt == (DIV - 1)) begin
                    tick <= 1'b1;
                    cnt  <= 32'd0;
                end else begin
                    tick <= 1'b0;
                    cnt  <= cnt + 1;
                end
            end
        end
    end
endmodule
==> design/flow/run.sh <==
#!/bin/bash
# OpenROAD 26Q1-2900-gdf79404cd8, Yosys 0.63+post, stock flow scripts
make -C /OpenROAD-flow-scripts/flow DESIGN_CONFIG=/design/flow/config.mk WORK_HOME=/design/flow/orfs finish
==> design/flow/config.mk <==
export PLATFORM = sky130hd
export DESIGN_NAME = tick_prescaler
export DESIGN_NICKNAME = tick_prescaler
export VERILOG_FILES = /design/flow/design.v
export SDC_FILE = /design/flow/constraint.sdc
export NUM_CORES = 4
export LEC_CHECK = 1
export CORE_AREA = 10 10 97 97
export DIE_AREA = 0 0 107 107
==> design/flow/constraint.sdc <==
current_design tick_prescaler

set clk_period 5.0
set clk_io_pct 0.2

create_clock -name clk0 -period $clk_period [get_ports {clk}]

set non_clock_inputs [all_inputs -no_clocks]
set_input_delay [expr $clk_period * $clk_io_pct] -clock clk0 $non_clock_inputs
set_output_delay [expr $clk_period * $clk_io_pct] -clock clk0 [all_outputs]
==> out/summary.txt <==
area delta synth->final - 13.4%
total die size - 11400 um2
drt drc - 0
Main synth FF type - dfxtp_1
post-synth top area cell - dfxtp_1
H-tree depth - 2
PD cells - 311 nW/um2
Rows - 31
hpwl dp - 2150 um
Sum Neg Setup Slack - 0 ns
CTS tree - done
initial DRC count - 55
total gr overflow - 0
Final Util - 25.4%
Critical Setup Path Class - flop to flop
FF/Latch Area - 661 um2
first-pass GRT wire length - 5750 um
input/output buffers - 2
number of global-route vias before repair - 1189
leak pwr - 0.576 nW
area of the multi-input gates - 900 um2
synthesized area - 1630 um2
top post-synthesis cells by count - dfxtp_1 (33), nor2_1 (16), a21oi_1 (15), nand4_1 (15), xor2_1 (12)
clock network fraction of design power - 51.6%
Top cell area share - 40.5%
Die Ht - 107 um
Sw Pwr - 0.000107 W
Synth Area per Inst - 8.86 um2
clk_skew - 0.00624 ns
layout cells sized above 1 - 10.3%
Routed Antenna Nets - 0
fin crit share - 42.0%
Cell Type Count - 32
Clk Latency, worst-skew pair - 0.28 ns
Gates resized, CTS repair - 0
Clock Path Buffers - 2
fillers - 810
Synth warnings - 1
peak supply drop - 0.130 mV
FMAX - 0.476 GHz
Post-synth area hogs - dfxtp_1 (41%), xor2_1 (6.4%), nand4_1 (5.8%), o31ai_1 (5.1%), a21oi_1 (4.6%)
outcome - finished clean
tool warnings - 26
Die Wd - 107 um
Comb power frac - 1.8%
router iterations before antenna repair - 4
gr usage total - 5.88%
diode count - 0
Setup WS pre-CTS - 2.84 ns
postcts setup bufs - 0
pin count of the biggest net entering global routing - 33
CP Max Fanout - 14
initial antenna violation count - 0
post-synthesis sequential area ratio - 40.5%
clock-pin slew on the worst setup and hold paths - 0.07 ns
Post-DP Area - 1720 um2
Design Area, Final - 1850 um2
crit path DAT - 2.32 ns
RSZ-0062 raised after global routing - no
CP Capture Type - flop
total power - 0.000574 W
nature of the critical path startpoint - flop
relative slew slack - 60.4%
via count - 1366
CTS Buf Count - 5
num ports - 3
endpoints failing setup - 0
core region area - 7290 um2
final setup margin - 2.90 ns
Clock Tree Root - clkbuf_8
async set-or-reset flop fraction in the synthesized netlist - 0%
DR WL/cell - 11.8 um
Post-synth EDFFs - 0
critical path required time - 5.22 ns
Hold Path Class - flop to flop
Pint - 0.000467 W
Sw Ratio - 18.7%
Max Cap Viol - 0
drt via density - 4.81
Chip Area, Yosys - 1630 um2
sequential power share - 46.6%
fp util - 22.4%
most common cell in the netlist - dfxtp_1
Slew Limit Fails - 0
Total Wirelength - 3340 um
GPL Wtd Cong - 0.796
Gate Count Post-Synth - 184
worst slew pin tran - 0.593 ns
Clock Sinks - 33
Flops after synth - 33
Hold Buf Count CTS - 0
yosys cell count - 184
Fin. Hold Viols - 0
Tmin final - 2.10 ns
[state kept, by name, summed over array words and instances (netlist names)]
register  count
cnt          32
tick          1
[power groups by stage]
stage	clock (W)	combinational, W	sequential [W]
CTS	0.000303	0.0000107	0.000268
global route	0.000313	0.0000115	0.000268
finish	0.000296	0.0000105	0.000268
[layer usage]
layer  GRT usage, %  part of all wire [%]  wire, um
met5              0                     0         0
met2           8.30                    42      1390
met1           8.93                    52      1750
met4          0.774                  0.93        31
met3           1.64                   5.0       167
[per-stage QoR]
step           hold WS (ns)  std cells
4_1_cts               0.485        284
5_1_grt               0.513        284
3_3_place_gp          0.462        276
2_1_floorplan         0.452        184
3_5_place_dp          0.475        276
6_report              0.487        284
[worst max-delay path, stage by stage, from the launching register on]
cell     delay, ns
dfxtp_1       0.42
and4_1        0.61
nand4_4       0.28
or4_1         0.56
a21oi_1       0.15
[final timing paths]
path,endpoint,from,depth (start not counted),slack (ns)
setup / recovery,cnt[22],cnt[4],4,2.90
hold / removal,cnt[31],cnt[31],2,0.49
setup reg to reg,cnt[22],cnt[4],4,2.90
hold reg to reg,cnt[31],cnt[31],2,0.49
[cells in the final DEF, fill, tap and decap left out]
cell and instances:
inv_1 1, or3_2 2, o21ai_0 5, clkdlybuf4s50_1 2, dfxtp_1 33, clkbuf_8 5, clkinv_2 1, nor3_1 2
or3_1 3, a21oi_2 1, and2_2 2, nand2_1 10, nor4_1 5, o31ai_1 11, and3_1 4, a21oi_1 15
nor2_1 16, bufinv_16 2, and2_1 1, nor4b_1 2, or4_4 1, o21bai_2 1, buf_4 1, xor2_1 12
nand3_2 1, nand4_4 1, nand4_1 15, xnor2_1 2, or4_1 10, and4_1 5, ha_1 2, and3_2 1
nand3_1 10
[final cells by class]
class | instances | share of cell area (%)
clock inverter | 3 | 3.52
sequential | 33 | 35.7
inverter | 1 | 0.203
multi-input combinational | 140 | 48.6
clock buffer | 5 | 3.72
tap | 99 | 6.70
timing repair buffer | 3 | 1.49
[kinds of logic (layout without fill, tap and decap cells)]
group / Yosys count / count (layout) / synth area share, %
AND/OR/NAND/NOR: 91 / 91 / 33.7
AND-OR/OR-AND: 33 / 33 / 12.2
flip-flops: 33 / 33 / 40.5
XOR/XNOR: 14 / 14 / 7.52
buffers and inverters: 11 / 12 / 4.53
adder cells (fa/ha/maj): 2 / 2 / 1.53
Power is estimated from default activity; no workload was simulated.
