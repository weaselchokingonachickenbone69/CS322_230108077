<file path="./design.v">
module vending_mealy(
    input  wire clk,
    input  wire rst,     
    input  wire [1:0] coin, 
    output reg dispense, 
    output reg chg5      
);
    localparam [1:0] T0  = 2'b00;
    localparam [1:0] T5  = 2'b01;
    localparam [1:0] T10 = 2'b10;
    localparam [1:0] T15 = 2'b11;
    reg [1:0] state, next_state;
    reg dispense_next, chg5_next;
    always @(posedge clk) begin
        if (rst) begin
            state    <= T0;
            dispense <= 1'b0;
            chg5     <= 1'b0;
        end else begin
            state    <= next_state;
            dispense <= dispense_next;
            chg5     <= chg5_next;
        end
    end
    always @(*) begin
        next_state = state;
        dispense_next = 1'b0;
        chg5_next = 1'b0;
        case (state)
            T0: begin
                case (coin)
                    2'b01: next_state = T5;      
                    2'b10: next_state = T10;    
                    default: next_state = T0; 
                endcase
            end
            T5: begin
                case (coin)
                    2'b01: next_state = T10;     
                    2'b10: next_state = T15;    
                    default: next_state = T5;
                endcase
            end
            T10: begin
                case (coin)
                    2'b01: next_state = T15;     
                    2'b10: begin                 
                        dispense_next = 1'b1;
                        chg5_next = 1'b0;
                        next_state = T0;
                    end
                    default: next_state = T10;
                endcase
            end
            T15: begin
                case (coin)
                    2'b01: begin                 
                        dispense_next = 1'b1;
                        chg5_next = 1'b0;
                        next_state = T0;
                    end
                    2'b10: begin                 
                        dispense_next = 1'b1;
                        chg5_next = 1'b1;
                        next_state = T0;
                    end
                    default: next_state = T15;
                endcase
            end
            default: begin
                next_state = T0;
                dispense_next = 1'b0;
                chg5_next = 1'b0;
            end
        endcase
    end
endmodule
</file>
<file path="./run.sh">
#!/bin/bash
# OpenROAD 26Q1-2900-gdf79404cd8, Yosys 0.63+post, stock flow scripts
make -C /OpenROAD-flow-scripts/flow DESIGN_CONFIG=/design/flow/config.mk WORK_HOME=/design/flow/orfs finish
</file>
<file path="./config.mk">
export PLATFORM = sky130hd
export DESIGN_NAME = vending_mealy
export DESIGN_NICKNAME = vending_mealy
export VERILOG_FILES = /design/flow/design.v
export SDC_FILE = /design/flow/constraint.sdc
export NUM_CORES = 4
export LEC_CHECK = 1
export CORE_AREA = 10 10 70 70
export DIE_AREA = 0 0 80 80
</file>
<file path="./constraint.sdc">
current_design vending_mealy

set clk_period 1.2
set clk_io_pct 0.2

create_clock -name clk0 -period $clk_period [get_ports {clk}]

set non_clock_inputs [all_inputs -no_clocks]
set_input_delay [expr $clk_period * $clk_io_pct] -clock clk0 $non_clock_inputs
set_output_delay [expr $clk_period * $clk_io_pct] -clock clk0 [all_outputs]
</file>
==> results.py <==
# Auto-generated metrics
metrics = {
    "outcome": {
        "status": "finished, final reports clean",
    },
    "setup_path": {
        "path_depth": 5,
        "cp.required_ps": 1370,
        "start_kind": "primary input",
        "path_delay_family": "simple AND/OR/NAND/NOR gates",
        "cp_data_arrival_time_ps": 1280,
        "crit_buf_inv": 2,
        "critical_path_class": "primary input to flip-flop",
        "worstSetupEndpointType": "flip-flop",
        "critPathMaxFanout": 6,
        "path_cells": "dlygate4sd2_1, inv_1, ha_2, or3b_1, a21oi_1",
        "r2r_cells": 2,
        "crit_slowest_cell": "or3b_1",
        "slowest_delay_ps": 390,
    },
    "synthesis": {
        "syn_inst": 25,
        "synth_seq_share_pct": 49.0,
        "yosys-stat-area_um2": 245,
        "synth-edff-count": 0,
        "syn_area_um2": 245,
        "top_cell": "dfxtp_1",
        "top_cells_by_area": "dfxtp_1, or3b_1, ha_1",
        "ys_seq_elements": 6,
        "ys_cells": 25,
        "top_cell_area_share_pct": 49.0,
        "ys_async_sr_fraction_pct": 0,
        "netlist_top_cells_count": "dfxtp_1, a21oi_1, nand2_1, or3b_1",
        "synthFlopType": "dfxtp_1",
        "syn_avg_cell_area_um2": 9.81,
        "ys_warn_count": 1,
        "synth_area_leader_cell": "dfxtp_1",
        "ys_types": 11,
    },
    "power": {
        "p_leak_nw": 0.147,
        "power_w": 0.000442,
        "powerDensity_nw_per_um2": 1120,
        "irDropWorstVdd_v": 0.000167,
    },
    "timing": {
        "rsz0062_at_grt": "no",
        "worst_slew_pin_slew_ps": 283,
        "min_period_over_period_pct": 92.5,
        "fin_skew_ps": 1.74,
        "relSlewSlack_pct": 81.1,
        "setup_viol": 0,
        "clock.fmax_mhz": 901,
        "finalHoldViolCount": 0,
        "maxSlewViolCount": 0,
        "fin_ws_ps": 90.1,
        "min_period_ps": 1110,
    },
    "floorplanning": {
        "num_io_pins": 6,
        "fp_util_pct": 7.18,
        "dieArea_um2": 6400,
        "rows": 21,
        "die_w_um": 80,
        "fp.dieH_um": 80,
        "core_region_area_um2": 3420,
    },
    "flow_run": {
        "warning_count": 26,
        "drv_cap": 0,
    },
    "placed_design": {
        "place_congestion": 0.573,
        "hpwlAfterDp_um": 437,
        "io_buffer_count": 5,
        "detailedPlace.worstSlack_ps": -429,
    },
    "detailed_routing": {
        "wl_um": 523,
        "wl_per_cell_um": 6.54,
        "diodes": 0,
        "drt_iter0_drc": 28,
        "drc": 0,
        "via_per_inst": 2.65,
        "firstDrtPassIters": 4,
        "drt.antenna.violating_nets": 0,
        "dr_total_vias": 212,
    },
    "global_route": {
        "overflow": 0,
        "grt_pass1_wl_um": 876,
        "antenna_found_initial": 0,
        "grt_max_degree": 7,
        "grt_pass1_vias": 217,
        "grt_usage_pct": 1.81,
    },
    "clock_network": {
        "cts_max_level": 1,
        "post_cts_buffers": 0,
        "numCtsBuffers": 3,
        "root_buffer": "clkbuf_4",
        "cts_tree": "done",
        "clockBufferDepth": 2,
        "worstSkewPairLatency_ps": 240,
        "path_clk_slew_ps": 40,
        "cts_sinks": 6,
        "cts.repair.resized": 8,
        "cts-hold-fix-buffers": 0,
    },
    "finish": {
        "final-seq-area_um2": 120,
        "flow.area_growth_from_synthesis_pct": 60.2,
        "logic_area_um2": 133,
        "drive_gt1_share_pct": 20.6,
        "fillers": 403,
    },
    "hold_path": {
        "min_path_cells": 2,
        "hp-class": "flip-flop to flip-flop",
    },
}
-- sequential cells by signal (all words and copies together) (netlist names) --
name      count
state         4
chg5          1
dispense      1
-- tightest hold or removal path, delay by kind of cell (launching register included) --
family,cells,cell delay [ps]
flops,1,310
simple gates,2,90
-- area by class of cell --
| cell class | instances | share of cell area [%] |
|---|---|---|
| Tap cell | 46 | 14.6 |
| Multi-Input combinational cell | 17 | 33.8 |
| Sequential cell | 6 | 30.6 |
| Clock buffer | 3 | 5.73 |
| Timing Repair Buffer | 6 | 13.4 |
| Inverter | 2 | 1.91 |
-- path summary, 6_finish.rpt --
kind	from	slack (ps)	to
hold / removal	state[3]	450	chg5
setup reg to reg	state[2]	310	state[2]
hold reg to reg	state[3]	450	chg5
setup / recovery	coin[1]	90	state[2]
-- cells in the final DEF (no fill, tap or decap) --
| cell | instances |
|---|---|
| a222oi_1 | 1 |
| buf_4 | 1 |
| clkbuf_4 | 3 |
| a21oi_1 | 3 |
| a22oi_1 | 1 |
| dfxtp_1 | 6 |
| nand2_1 | 3 |
| nand4b_1 | 1 |
| dlygate4sd2_1 | 4 |
| ha_2 | 1 |
| ha_4 | 1 |
| or3b_1 | 3 |
| inv_2 | 1 |
| inv_1 | 1 |
| clkdlybuf4s50_1 | 1 |
| nand2b_1 | 1 |
| nor2_1 | 2 |
-- cells by family after synthesis --
family,share of synthesized area (%)
AND/OR/NAND/NOR,24.5
AND-OR/OR-AND,13.3
flip-flops,49.0
adder cells (fa/ha/maj),10.2
buffers and inverters,3.06
-- per-stage QoR --
stage | TNS (ps) | cells | area (um^2) | hold slack [ps] | utilization [%]
finish | 0 | 80 | 393 | 450 | 11.5
global placement | -1930 | 77 | 360 | 453 | 10.5
detailed placement | -2020 | 77 | 360 | 453 | 10.5
global route | 0 | 80 | 393 | 484 | 11.5
floorplan | 0 | 25 | 245 | 309 | -
CTS | 0 | 80 | 393 | 456 | 11.5
-- power by group --
group	internal, W	total (W)	switching [W]	leakage, nW
clock	0.000112	0.000175	0.0000628	0.0138
sequential	0.000210	0.000216	0.00000596	0.0491
combinational	0.0000293	0.0000504	0.0000211	0.0845
total	0.000352	0.000442	0.0000899	0.147
-- metal layers --
| metal | GRT usage (%) | vias up | wire length, um |
|---|---|---|---|
| met5 | 0 | - | 0 |
| met4 | 0.352 | 0 | 0 |
| met3 | 2.50 | 0 | 120 |
| met2 | 2.41 | 7 | 221 |
| met1 | 1.61 | 97 | 181 |
| li1 | - | 108 | - |
No activity file was given, so power comes from the tool's default toggle rates.
