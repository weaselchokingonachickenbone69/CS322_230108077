==> design/flow/design.v <==
module traffic_light #(
    parameter integer NS_G_T = 5,
    parameter integer NS_Y_T = 2,
    parameter integer EW_G_T = 5,
    parameter integer EW_Y_T = 2
)(
    input  wire clk,
    input  wire rst, 
    input  wire tick,
    output reg ns_g, ns_y, ns_r,
    output reg ew_g, ew_y, ew_r
);
    localparam [1:0] S_NS_G = 2'b00;
    localparam [1:0] S_NS_Y = 2'b01;
    localparam [1:0] S_EW_G = 2'b10;
    localparam [1:0] S_EW_Y = 2'b11;
    reg [1:0] state, next_state;
    integer cnt, next_cnt;
    always @(posedge clk) begin
        if (rst) begin
            state <= S_NS_G;
            cnt <= 0;
        end else begin
            state <= next_state;
            cnt <= next_cnt;
        end
    end
    always @(*) begin
        ns_g = 1'b0; ns_y = 1'b0; ns_r = 1'b0;
        ew_g = 1'b0; ew_y = 1'b0; ew_r = 1'b0;
        next_state = state;
        next_cnt = cnt;
        case (state)
            S_NS_G: begin
                ns_g = 1'b1;
                ew_r = 1'b1;
                if (tick) begin
                    if (cnt == NS_G_T - 1) begin
                        next_state = S_NS_Y;
                        next_cnt = 0;
                    end else begin
                        next_state = S_NS_G;
                        next_cnt = cnt + 1;
                    end
                end
            end
            S_NS_Y: begin
                ns_y = 1'b1;
                ew_r = 1'b1;
                if (tick) begin
                    if (cnt == NS_Y_T - 1) begin
                        next_state = S_EW_G;
                        next_cnt = 0;
                    end else begin
                        next_state = S_NS_Y;
                        next_cnt = cnt + 1;
                    end
                end
            end
            S_EW_G: begin
                ew_g = 1'b1;
                ns_r = 1'b1;
                if (tick) begin
                    if (cnt == EW_G_T - 1) begin
                        next_state = S_EW_Y;
                        next_cnt = 0;
                    end else begin
                        next_state = S_EW_G;
                        next_cnt = cnt + 1;
                    end
                end
            end
            S_EW_Y: begin
                ew_y = 1'b1;
                ns_r = 1'b1;
                if (tick) begin
                    if (cnt == EW_Y_T - 1) begin
                        next_state = S_NS_G;
                        next_cnt = 0;
                    end else begin
                        next_state = S_EW_Y;
                        next_cnt = cnt + 1;
                    end
                end
            end
            default: begin
                next_state = S_NS_G;
                next_cnt = 0;
            end
        endcase
    end
endmodule
==> design/flow/run.sh <==
#!/bin/bash
# OpenROAD 26Q1-2900-gdf79404cd8, Yosys 0.63+post, stock flow scripts
make -C /OpenROAD-flow-scripts/flow DESIGN_CONFIG=/design/flow/config.mk WORK_HOME=/design/flow/orfs finish
==> design/flow/config.mk <==
export PLATFORM = sky130hd
export DESIGN_NAME = traffic_light
export DESIGN_NICKNAME = traffic_light
export VERILOG_FILES = /design/flow/design.v
export SDC_FILE = /design/flow/constraint.sdc
export NUM_CORES = 4
export LEC_CHECK = 1
export CORE_UTILIZATION = 40
==> design/flow/constraint.sdc <==
current_design traffic_light

set clk_period 5.4
set clk_io_pct 0.2

create_clock -name clk0 -period $clk_period [get_ports {clk}]

set non_clock_inputs [all_inputs -no_clocks]
set_input_delay [expr $clk_period * $clk_io_pct] -clock clk0 $non_clock_inputs
set_output_delay [expr $clk_period * $clk_io_pct] -clock clk0 [all_outputs]
==> flow_summary.yaml <==
# synthesis and place-and-route metrics
logic_synthesis:
  yosys_area_sq_um: 1980
  seq_area_frac_synth: 0.363
  ys.flops: 36
  ys_cells: 234
  syn_avg_cell_area_sq_um: 8.48
  synth_cells: 234
  top_area_cell: "dfxtp_1"
  synthTopCellsByArea: "dfxtp_1 36%, o31ai_1 7.6%, a21oi_1 6.6%, or4_1 5.7%, nand4_1 5.0%"
  yosysUniqueCellTypes: 35
  yosys_warnings: 1
  top_cell_area_share: 0.363
  syn_area_sq_um: 1980
clock_network:
  cts_setup_buffers: 0
  cts.sinks: 36
  cts_made_buffers: 5
  clkLatencyLatePin_ns: 0.28
  clk_pin_slew_ns: 0.07
  ctsResizeCount: 0
  clockBufferDepth: 2
  root_buffer: "clkbuf_8"
  ctsHoldBuffers: 0
  cts_tree: "yes"
  cts_htree_levels: 2
routing:
  first_iter_violations: 187
  drt.antenna.violating_nets: 0
  drtPass1Iterations: 4
  drt_wl_total_mm: 4.06
  drcViolationCount: 0
  antenna_cells: 0
  vias: 1759
  drt-wirelength-per-cell_microns: 13.4
  vias_per_cell: 5.82
cells_and_area:
  final-comb-area_sq_um: 1150
  drive_gt1_frac: 0.0766
  fin_cells: 302
  fillers: 490
  syn_to_final_growth_pct: 9.33
  finalInstanceArea_sq_um: 2170
  ff_latch_area_sq_um: 721
sta:
  fin_crit_sh: 0.532
  fmax_ghz: 0.348
  rsz0062_at_grt: "false"
  period_needed_ns: 2.87
  hold_ws_ns: 0.499
  hold_violations: 0
  timing.max_slew.rel_slack: 0.421
  fin_skew_ns: 0.00300
  finalSetupViolations: 0
  worst_pin_slew_ns: 0.868
  tns_ns: 0
  slew_viol_final: 0
flow_run:
  maxCapViolations: 0
  tool_warnings: 27
floorplanning:
  fp-utilization: 0.417
  die_w_microns: 72.4
  dieArea_sq_um: 5250
  design.core.area_sq_um: 4750
  rows: 25
  io_pins: 9
  die_h_microns: 72.4
pwr:
  p_int_mw: 0.363
  leakage_nw: 0.637
  swShare: 0.223
  p_per_area_nw_per_um2: 215
  p_switching_mw: 0.104
  pwr-share-clk: 0.375
  vdd_drop_max_mv: 0.135
  power_frac_comb: 0.045
  fin_total_pwr_mw: 0.467
  power_frac_seq: 0.580
global_route:
  grt_pass1_vias: 1407
  grt_pass1_wl_mm: 6.65
  grt_usage: 0.162
  grt_max_degree: 31
  antenna_found_initial: 0
  overflow: 0
status:
  status: "completed"
worst_setup_path:
  worstSetupPathType: "primary input to flop"
  cp-start-kind: "primary input"
  cp_max_fo: 24
  end_kind: "flop"
  worstPathArrival_ns: 3.08
  reg2regPathDepth: 4
  critPathRequiredTime_ns: 5.61
worst_hold_path:
  hold_class: "flop to flop"
  hold_depth: 2
place:
  dp_hpwl_mm: 2.68
  dp.cells: 295
  gp_congestion: 0.820
  postPlaceCellArea_sq_um: 2090
  portBuffers: 8
==> kinds of logic after synthesis <==
kind of cell,after synthesis,synth area share
AND-OR/OR-AND,65,0.214
XOR/XNOR,7,0.0309
adder cells (fa/ha/maj),3,0.0189
buffers and inverters,25,0.0605
flip-flops,36,0.363
multiplexers,1,0.00504
AND/OR/NAND/NOR,97,0.307
==> sequential cells by signal, summed over array words and instances, names as in the netlist <==
signal  cells
cnt        32
state       4
==> cells in the mapped netlist <==
library cell and count:
nand2b_1 1, nor2_1 11, o211ai_1 1, nand3_1 7, buf_2 3, o31ai_1 20
and3_1 2, o211ai_2 1, and4_1 8, o2111ai_2 1, xnor2_1 2, nor2b_1 1
clkbuf_1 11, or4_1 15, a21oi_2 2, o41ai_2 1, mux2i_1 1, nor3b_1 1
nor3_1 3, nand4_1 16, o2111ai_1 3, nor4_1 8, dfxtp_1 36, and2_1 2
or4_4 2, ha_1 3, nor4_4 1, inv_1 8, or2_2 1, xor2_1 5
buf_6 3, nand2_1 9, a21oi_1 26, o21ai_0 10, or3_1 9
==> final timing paths <==
check	start	to	slack, ns
min	cnt[14]$_SDFFE_PP0P_	cnt[14]$_SDFFE_PP0P_	0.50
max	tick	cnt[28]$_SDFFE_PP0P_	2.53
max reg2reg	state[3]$_DFF_P_	cnt[28]$_SDFFE_PP0P_	3.03
min reg2reg	cnt[14]$_SDFFE_PP0P_	cnt[14]$_SDFFE_PP0P_	0.50
==> routing by layer <==
layer  up-vias  routed length (microns)  track usage
li1        920                        -            -
met1       797                     2180        0.279
met2        36                     1660        0.218
met3         6                      172       0.0282
met4         0                       50       0.0261
met5         -                        0            0
==> layout by cell type, fill, tap and decap left out, drive strengths merged, types with 4 or more instances in the layout <==
master and count:
dfxtp 36, a21oi 28, o31ai 20, or4 17, nand4 16, nor2 11, o21ai 10, nand2 9
or3 9, nor4 9, inv 8, and4 8, clkdlybuf4s50 8, nand3 7, clkbuf 6, xor2 5
o2111ai 4
==> stage by stage <==
stage / setup slack [ns] / util
floorplan: 3.02 / -
global placement: 2.24 / 0.440
detailed placement: 2.23 / 0.440
CTS: 2.53 / 0.456
global route: 2.37 / 0.456
finish: 2.53 / 0.456
==> worst max-delay path, stage by stage <==
cell             delay, ns
clkdlybuf4s50_1       0.69
o2111ai_2             0.52
or4_1                 0.63
a21oi_1               0.15
==> power by group through the flow <==
stage	sequential [mW]	combinational, mW	clock, mW
CTS	0.270	0.0213	0.183
global route	0.271	0.0237	0.194
finish	0.271	0.0212	0.175
==> layout make-up <==
cell class,instances,share of cell area
inverter,8,0.0138
timing repair buffer,11,0.0473
multi-input combinational,173,0.532
sequential,36,0.332
clock buffer,6,0.0334
clock inverter,1,0.00231
tap,67,0.0386
Power is estimated from default activity; no workload was simulated.
